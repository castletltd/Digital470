==> flow/design.v <==
 module deb #(parameter WIDTH=3,COUNT=7)(clk,enable,phase,missing,dbphase);
  input clk;
  input enable;
  input phase;
  output reg missing;
  output reg dbphase;
  reg [7:0] lockout;
  localparam WDCOUNT = 12'h9c4;  
  localparam LOCKOUT = 8'hf0;  
  reg[11:0] wdcnt;
  reg [WIDTH-1:0] count;
  always @ (posedge clk)
  begin
    dbphase <=1'b0;
    if (enable) 
      begin
        missing <=1'b0;
		    if (wdcnt)wdcnt<=wdcnt-1'b1;
		    else missing<=1'b1; 
		    if (lockout) lockout<=lockout-1'b1;
        if (phase == 0) 
          begin
            if (!lockout) count<= COUNT;
          end
        else 
          begin
            if (count)count<=count-1'b1;
            if (count == 1)
              begin
                dbphase<=1'b1;
                wdcnt<=WDCOUNT;
                lockout<=LOCKOUT;
              end
            end
        end      
  end
endmodule 
module phaseman (clk,enable,rphase,yphase,bphase,rotation,missing,rdbphase);
input clk;
input enable;
input rphase;
input yphase;
input bphase;
output reg rotation;
output reg missing;
output reg rdbphase;
reg[3:0] rotcount;
wire clk;
wire enable;
wire rphase;
wire yphase;
wire bphase;
deb #(.WIDTH(4),.COUNT(12)) rdb (clk,enable,rphase,rmissing,rdbp);
deb #(.WIDTH(4),.COUNT(12)) ydb (clk,enable,yphase,ymissing,ydbp);
deb #(.WIDTH(4),.COUNT(12)) bdb (clk,enable,bphase,bmissing,bdbp);
always @ (*)
begin
	missing=(rmissing|ymissing|bmissing);
	rdbphase=((rdbp)&&(bphase)&&(!yphase));  
   if (rotcount==4'b1111)rotation=1'b1;
   else rotation=1'b0;
end
always @ (negedge clk)
begin
	if (rdbp)
	begin
		if(!((bphase)&&(!yphase)))
      begin
         if (rotcount<4'b1111)
            begin
               rotcount<=rotcount+1'b1;
            end
      end
      else 
       begin
         rotcount<=0;
       end 
	end
end
endmodule
==> flow/run.sh <==
#!/bin/bash
# OpenROAD 26Q1-2900-gdf79404cd8, Yosys 0.63+post, stock flow scripts
make -C /OpenROAD-flow-scripts/flow DESIGN_CONFIG=/design/flow/config.mk WORK_HOME=/design/flow/orfs finish
==> flow/config.mk <==
export PLATFORM = sky130hd
export DESIGN_NAME = phaseman
export DESIGN_NICKNAME = phaseman
export VERILOG_FILES = /design/flow/design.v
export SDC_FILE = /design/flow/constraint.sdc
export NUM_CORES = 4
export LEC_CHECK = 1
export CORE_UTILIZATION = 50
==> flow/constraint.sdc <==
current_design phaseman

set clk_period 5.8
set clk_io_pct 0.2

create_clock -name clk0 -period $clk_period [get_ports {clk}]

set non_clock_inputs [all_inputs -no_clocks]
set_input_delay [expr $clk_period * $clk_io_pct] -clock clk0 $non_clock_inputs
set_output_delay [expr $clk_period * $clk_io_pct] -clock clk0 [all_outputs]
==> summary.txt <==
Results of the run.

The post-cts resize count is 0. The count of cells in the finished layout, fillers not included, comes to 523. The number of setup buffers added after CTS is 0. TritonRoute reported its final design rule violation total as 0. The data required time of the critical path is 4640 ps.

The post-synthesis share of cell area spent on and, or, nand and nor gates is 20.1%. The detail route stage leaves a number of antenna-violating nets equal to 0. The count of buffers inserted at the top-level ports is 7. CTS placed an instance of clkbuf_8 at the clock tree root. The clock buffer count from CTS is 9. Between clock sinks in the finished design, the worst skew comes to about 42 ps. In this run the number of cells on the critical path is 4.

Using the TritonRoute via totals, the vias-per-cell ratio works out to roughly 5.5. Buffers inserted to repair hold after CTS numbered 0. The placed instance count is around 500. The number of diodes added for antenna fixing is 0. Hold-check failures listed in the final report amount to 0. The TritonCTS clock tree is done.

For reference, compound AND-OR and OR-AND cells occupy under 10% of the area reported after synthesis. The tightest hold path in the finished design has a slack of ~590 ps. Summed over all layers, the global routing overflow is 0. For this run, the register share of the synthesized area comes to a little over half. The instance tally after logic synthesis is roughly 400.

The slew at the pin closest to its max-slew limit is 765 ps. The main kind of combinational logic by area is simple AND/OR/NAND/NOR gates. In this run, synthesis produced a sequential element count of ~80. The launch point of the worst register-to-register path is recorded as rdb.dbphase$_SDFF_PN0_. The adder-cell area share of the yosys netlist is around 5.4%.

The count of instantiated cells in the yosys netlist is approximately 400. The sort of element at the start of the critical path is a flop. The tightest min-delay check is of the reg2reg type.

In the synthesized netlist, mux cells make up approximately 1.1% of the area. The fraction of registers with async set/reset is 0%. The starting density of the core is between 50% and 60%. The kind of critical path is reg2out.

The violation tally recorded at the end of detailed-routing iteration 0 is 133. The timing report gives the biggest stage delay along the critical path as between 400 and 500 ps. The global-route wire length before repair is about 12,000 um.

The cell-mix breakdown from Yosys lists the XOR/XNOR area share as 6.92%. The via count of the first global-routing pass is about 2,600. For this run, the leading register cell type out of synthesis is edfxtp_1. Before antenna repair, the detailed router went through 4 iterations.

The floorplan step defined a die boundary enclosing 9240 um^2. The number of antenna violations at the first check in global routing is 0. The clock H-tree reported by CTS has 3 levels. For this design the top-level I/O count stands at 8. The flow measured a signed area growth from synthesis to layout of 8.67%. In the Yosys stats the netlist draws on roughly 48 distinct library cells. The power density over the cells is 270 nW/um^2. The sum of routed wire length over all layers is approximately 7100 um. Setup total negative slack on the finished layout was measured at 0 ps. The fraction of layout cells with a size suffix above 1 is about 5.7%. For the worst reg-to-reg path, the endpoint reported by OpenROAD is rotcount[0]$_SDFFCE_NP0P_. For this block, the via count after detailed routing is around 2,900. For the worst min-delay path, the startpoint reported by OpenROAD is rotcount[0]$_SDFFCE_NP0P_. According to the floorplan report, the placeable core area is about 8400 um^2. The slowest stage of the critical path belongs to the cell edfxtp_1. The count of synthesis-stage warnings from yosys is 8.

The worst setup path is captured at an output pin. The average cell area after synthesis is between 10 and 15 um^2. The number of warnings reported in the stage logs is 38. Setup repair after global routing left no endpoint under its margin. Across the run, the number of max-cap violations was 0.

The floorplan step set the die height to just under 100 um. Logged for this run, the post-placement worst setup slack is between 300 and 400 ps. The maximum vdd ir drop is between 150 and 200 uV. The worst register-to-register path has a depth of 1. The flow ran to the end, and the final reports show no timing, DRC or antenna violations. Entering global routing, the biggest net connects 38 pins. The path with the worst hold slack has its endpoint at rotcount[0]$_SDFFCE_NP0P_.

The remaining max-slew budget at the tightest pin is between 40% and 50%. For this run, the chip area from Yosys synthesis comes to around 4400 um^2. Counting both buffers and inverters, the worst setup path holds a total of 2. For reference, the clock transition at the flip-flops on the worst setup and hold paths is 40 ps. Per the finish-stage timing summary, setup violations number 0. The cell row count is 33.

The source-to-sink clock delay at the later pin of the worst-skew pair is ~380 ps. In this run, synthesis inferred between 70 and 80 flip-flops with an integrated enable. After synthesis the cells add up to ~4400 um^2. Pins over their slew limit in the final report were tallied at 0. The average routed wire per standard cell is 13.5 um. Measured along the x axis, the die boundary spans 96.1 um. In this run the critical path is formed by ha_1 > nand3_1 > inv_1 > clkdlybuf4s50_1. The number of fill cells is 722. The final timing report gives a worst setup slack of roughly 140 ps. For this design the static power due to leakage is about 1.7 nW. Counting along the longest clock path gives a buffer depth of 2. The top fanout value on the critical path is 3.

Global routing used 17.4% of the available tracks across all layers. Along the worst hold path, the cell count comes to 1. The number of sinks handled by clock tree synthesis is about 80. After legalization and detailed placement, the total HPWL measured approximately 4700 um. The global placer's final weighted congestion is about 0.8.

The data arrival at the endpoint of the critical path is ~4500 ps. The minimum setup slack among reg-to-reg paths is around 2100 ps. Broken down by cell family, the worst path's largest delay share belongs to buffers and inverters.
Yosys cell counts, drive strengths merged (2+ instances only):
cell,number,area [um^2]
nand2,24,90.1
nor3,27,135
clkbuf,9,33.8
and2,5,31.3
o31ai,10,75.1
or3,6,37.5
ha,19,238
nor4,10,75.1
nor3b,6,45.0
a211o,5,43.8
or4,4,30.0
xor2,9,78.8
buf,3,15.0
mux2i,5,50.1
edfxtp,79,2370
nand3,16,80.1
nor2b,11,68.8
and3,4,25.0
o211a,3,30.0
nand3b,3,22.5
o21a,2,15.0
a211oi,5,37.5
xnor2,26,228
nand2b,2,12.5
inv,28,105
nor2,32,120
o21ai,14,70.1
a21oi,14,70.1
nor4b,4,35.0
state kept, by name (all words and copies together) (netlist names), 4 cells and up:
| register | count |
|---|---|
| rdb.count | 4 |
| ydb.wdcnt | 12 |
| rdb.lockout | 8 |
| ydb.count | 4 |
| bdb.count | 4 |
| rdb.wdcnt | 12 |
| bdb.wdcnt | 12 |
| bdb.lockout | 8 |
| rotcount | 4 |
| ydb.lockout | 8 |
kinds of logic (layout without fill, tap and decap cells):
logic type,after synthesis,in the layout
AND-OR/OR-AND,59,59
flip-flops,80,80
multiplexers,5,5
AND/OR/NAND/NOR,162,162
buffers and inverters,41,58
adder cells (fa/ha/maj),19,19
XOR/XNOR,35,35
area by class of cell:
cell class              instances  area, um^2  area share (%)
clock buffers                  11         131            2.73
multi-input cells             280        1880            39.0
repair buffers                 10        87.6            1.82
inverters                      28         106            2.21
well taps                     105         131            2.73
flip-flops and latches         80        2390            49.7
clock inverters                 9        86.3            1.79
worst max path at each step:
stage                        startpoint  endpoint  slack (ps)
finish        rotcount[0]$_SDFFCE_NP0P_  rotation         140
global route  rotcount[0]$_SDFFCE_NP0P_  rotation          70
CTS           rotcount[0]$_SDFFCE_NP0P_  rotation         120
per-layer routing:
| metal | track usage [%] | share of wire, % | vias up |
|---|---|---|---|
| met5 | 0 | 0 | - |
| met4 | 2.24 | 1.4 | 0 |
| met3 | 2.33 | 1.9 | 8 |
| met2 | 25.8 | 43 | 18 |
| met1 | 30.9 | 54 | 1354 |
| li1 | - | - | 1494 |
report_power, final:
group	switching (W)	leakage [nW]	internal [W]	total, W
clock	0.000194	0.121	0.000242	0.000437
sequential	0.0000399	0.772	0.000693	0.000732
combinational	0.0000660	0.835	0.0000618	0.000128
layout by cell type, fill, tap and decap left out, types with 8 or more instances in the layout:
| cell | n |
|---|---|
| nor2_1 | 32 |
| nor4_1 | 8 |
| nand3_1 | 16 |
| o31ai_1 | 10 |
| nand2_1 | 24 |
| ha_1 | 19 |
| clkbuf_8 | 9 |
| nor3_1 | 27 |
| a21oi_1 | 14 |
| edfxtp_1 | 79 |
| xnor2_1 | 26 |
| xor2_1 | 9 |
| o21ai_0 | 14 |
| nor2b_1 | 11 |
| inv_1 | 29 |
per-stage QoR:
stage               instance area (um^2)  power [W]  utilization (%)
floorplan                           4430   0.000840                -
global placement                    4600   0.000876             54.9
detailed placement                  4600   0.000878             54.9
CTS                                 4810    0.00132             57.4
global route                        4810    0.00137             57.4
finish                              4810    0.00130             57.4
Power and IR drop assume default switching activity.
