### ./run.sh
#!/bin/bash
# OpenROAD 26Q1-2900-gdf79404cd8, Yosys 0.63+post, stock flow scripts
make -C /OpenROAD-flow-scripts/flow DESIGN_CONFIG=/design/flow/config.mk WORK_HOME=/design/flow/orfs finish
### ./config.mk
export PLATFORM = sky130hd
export DESIGN_NAME = periodcnt
export DESIGN_NICKNAME = periodcnt
export VERILOG_FILES = /design/flow/design.v
export SDC_FILE = /design/flow/constraint.sdc
export NUM_CORES = 4
export LEC_CHECK = 1
export CORE_UTILIZATION = 50
### ./constraint.sdc
current_design periodcnt

set clk_period 7.4
set clk_io_pct 0.2

create_clock -name clk0 -period $clk_period [get_ports {clk}]

set non_clock_inputs [all_inputs -no_clocks]
set_input_delay [expr $clk_period * $clk_io_pct] -clock clk0 $non_clock_inputs
set_output_delay [expr $clk_period * $clk_io_pct] -clock clk0 [all_outputs]
### ./design.v
module memory16bit_CPUwrite(cpu_rd, cpu_wr, cpu_data, cpu_address, reset, data);
parameter [6:0]     ADDRESS=0;
input wire          cpu_rd;
input wire          cpu_wr;
inout wire [15:0]   cpu_data;
input wire [5:0]    cpu_address;
input wire          reset;
output reg [15:0]   data;
assign cpu_data = (cpu_rd & (cpu_address==ADDRESS)) ? data : 16'bz;
always @ *
begin
    if(~reset)                                  data<=0;
    else if(cpu_wr & (cpu_address==ADDRESS))    data<=cpu_data;
	else data<=data;
end
endmodule
module memory16bit_FPGAwrite(cpu_rd, cpu_data, cpu_address, data);
parameter [6:0]     ADDRESS=0;
input wire          cpu_rd;
output wire [15:0]  cpu_data;
input wire [6:0]    cpu_address;
input wire [15:0]   data;
assign cpu_data = (cpu_rd & (cpu_address==ADDRESS)) ? data : 16'bz;
endmodule
module periodcnt (clk,enable12,enable,zxing,cpu_rd,cpu_address,sync,cpu_data,fsmclk,gate);
input clk;
input enable12;
input enable;
input sync;
input zxing;
input cpu_rd;
input wire[6:0] cpu_address;
output wire[15:0] cpu_data;
output reg fsmclk;
output reg gate;
reg[15:0] periodcnt;
reg[15:0] tempperiod;
reg[15:0] fsmcnt;
reg[15:0] period;
memory16bit_FPGAwrite #(0) mem0(cpu_rd,cpu_data,cpu_address,period);
always @ (posedge clk)
  begin
      fsmclk<=1'b0;
      if (enable12)
      begin
        periodcnt<=periodcnt+16'h0001;
      end 
      if (zxing)
      begin
        period<=periodcnt;
        periodcnt<=16'h0000;
      end
      if (sync)
      begin
        tempperiod<=period;
        fsmcnt<=period-1'b1;
      end
        if(enable)
          begin
          fsmcnt<=fsmcnt - 16'h0001; 
          if (fsmcnt==0)
            begin
              fsmclk<=1'b1;
              fsmcnt<=tempperiod-1'b1;
            end  
          end  
      gate<=~fsmcnt[8];     
    end
endmodule
==> impl_metrics.csv <==
group,metric,value,unit
status,status,"completed",
global_route,antenna_found_initial,0,
final_layout,layout-drive-gt1-share,0.106,
power_and_ir_drop,seq_power_share,0.569,
sta,hold_viol,0,
power_and_ir_drop,internal-power,0.577,mW
synthesis,ys_chip_area,2950,sq um
clock_network,clockBufferDepth,2,
routing,n_antenna_cell,0,
routing,vias_per_cell,5.59,
clock_network,clock_latency,0.34,ns
synthesis,top_area_frac,0.488,
sta,whs,0.462,ns
worst_hold_path,hold_start,"periodcnt[15]$_SDFFE_PP0P_",
global_route,grt_pass1_vias,1959,
global_route,overflow,0,
critical_path,crit_end,"fsmcnt[13]$_DFFE_PP_",
sta,fmax,235,MHz
clock_network,ctsResizeCount,0,
sta,maxSlewViolCount,0,
place,portBuffers,22,
sta,min_period,4.25,ns
place,place_hpwl,3820,um
synthesis,ys_seq_share,0.610,
clock_network,cts.reportedPaths.clkPinSlew,0.08,ns
critical_path,cp-end-kind,"flip-flop",
synthesis,synthCells,246,
sta,setup-tns-final,0,ns
flow_run,tool_warnings,34,
synthesis,async_flop_share,0,
final_layout,final.fill_count,458,
floorplanning,fp_util,0.527,
critical_path,reg2reg_from,"fsmcnt[10]$_DFFE_PP_",
power_and_ir_drop,combPwrFrac,0.095,
power_and_ir_drop,power.share.clock,0.336,
synthesis,ys.warnings.count,3,
critical_path,start_kind,"input port",
critical_path,reg2reg_to,"fsmcnt[10]$_DFFE_PP_",
critical_path,path_class,"input port to flip-flop",
synthesis,ys_types,49,
critical_path,path_buffers,2,
sta,rsz0062_at_grt,"false",
final_layout,logic_area,1110,sq um
routing,totalWireLength,5560,um
synthesis,syn_area,2950,sq um
clock_network,numCtsBuffers,9,
sta,slew_headroom,0.513,
routing,wire_per_inst,15.7,um
synthesis,yosys-top-cells-count,"48 x edfxtp_1, 27 x nor2_1, 18 x dfxtp_1",
synthesis,top_cells_by_area,"edfxtp_1 49%, dfxtp_1 12%, xor2_1 4.2%, nor2_1 3.4%, mux2i_1 2.7%",
sta,skew,0.0108,ns
critical_path,r2r_slack,4.06,ns
place,place_congestion,0.852,
routing,detail_route.first_pass.iterations,4,
floorplanning,row_count,27,
synthesis,avgSynthCellArea,12.0,sq um
critical_path,reg2regPathDepth,12,
critical_path,critPathLaunch,"enable",
critical_path,cp.depth,8,
routing,remaining_drc_errors,0,
sta,worstMarginPinSlew,0.725,ns
synthesis,synth_stat.cells,246,
sta,timing.final.crit_share,0.574,
floorplanning,die_x,78.9,um
clock_network,cts.sinks,66,
critical_path,slowest_delay,0.55,ns
routing,ant_nets,0,
power_and_ir_drop,leakagePower,1.24,nW
floorplanning,dieHeight,78.9,um
sta,setup_viol,0,
floorplanning,core,5610,sq um
routing,drtIter0Drc,116,
critical_path,crit_arrival,4.33,ns
global_route,grt_pass1_wl,9340,um
floorplanning,dieArea,6220,sq um
clock_network,cts_max_level,3,
critical_path,critPathRequiredTime,7.49,ns
power_and_ir_drop,switchingPower,0.198,mW
synthesis,synth_top_cell_by_area,"edfxtp_1",
power_and_ir_drop,swShare,0.255,
final_layout,area_delta_synth_final,16.5,%
synthesis,synth-edff-count,48,
flow_run,maxCapViolations,0,
floorplanning,ios,31,
synthesis,ys.flops,66,
clock_network,root_buffer,"clkbuf_8",
synthesis,synthFlopType,"edfxtp_1",
synthesis,most_common_cell,"edfxtp_1",
power_and_ir_drop,p_per_area,225,nW/um^2
final_layout,flop_area,1800,sq um
critical_path,cp_cell_sequence,"clkdlybuf4s50_1, buf_4, nor4b_4, nor2_2, a31oi_2, or4b_1, or4_1, xnor2_1",
clock_network,post_cts_buffers,0,
worst_hold_path,hold_path.class,"flip-flop to flip-flop",
clock_network,cts_tree,"done",
power_and_ir_drop,ir_drop,0.120,mV
global_route,grt_max_degree,35,
routing,route.vias.total,1983,
clock_network,cts_hold_buf,0,
critical_path,cp_max_fo,34,
critical_path,slowest_stage,"nor4b_4",
global_route,grtUsageTotal,0.207,
critical_path,crit_family,"simple AND/OR/NAND/NOR gates",
## kinds of logic (layout without fill, tap and decap cells)
| kind of cell | count (synthesis) | count (layout) | share of synthesized area |
|---|---|---|---|
| and+or+nand+nor | 92 | 92 | 0.169 |
| adders and majority gates | 2 | 2 | 0.00847 |
| muxes | 11 | 11 | 0.0385 |
| DFF | 66 | 66 | 0.610 |
| xor gates and xnor gates | 23 | 23 | 0.0682 |
| AOI/OAI and AO/OA | 41 | 41 | 0.0906 |
| buffers and inverters | 11 | 48 | 0.0157 |
## area by class of cell
| type | count | area share |
|---|---|---|
| Tap cell | 72 | 0.0262 |
| Timing Repair Buffer | 27 | 0.0749 |
| Clock buffer | 9 | 0.0360 |
| Inverter | 5 | 0.00545 |
| Sequential cell | 66 | 0.523 |
| Multi-Input combinational cell | 169 | 0.321 |
| Clock inverter | 7 | 0.0127 |
## cells in the final DEF (no fill, tap or decap), drive strengths merged, types with 2 or more instances in the layout
| master | instances |
|---|---|
| buf | 5 |
| nor4 | 4 |
| nand3 | 12 |
| mux2i | 8 |
| nand4 | 4 |
| and2 | 2 |
| o311ai | 3 |
| nor4b | 3 |
| and3 | 3 |
| and4 | 3 |
| or3 | 5 |
| o31ai | 3 |
| a21o | 2 |
| a31oi | 4 |
| a21oi | 12 |
| mux2 | 3 |
| nor2 | 28 |
| inv | 7 |
| dfxtp | 18 |
| edfxtp | 48 |
| o21ai | 10 |
| ha | 2 |
| clkinv | 5 |
| xnor2 | 9 |
| nor3 | 6 |
| nand2 | 15 |
| clkbuf | 9 |
| xor2 | 14 |
| clkdlybuf4s50 | 22 |
## sequential cells by signal (all words and copies together), names as in the netlist
name and cells:
fsmclk 1, fsmcnt 16, gate 1, period 16, periodcnt 16, tempperiod 16
## layer usage
metal	global-route usage	vias up	wire, um
met5	0.0182	-	0
met4	0.0327	0	104
met3	0.0572	11	309
met2	0.303	49	2510
met1	0.345	933	2640
li1	-	990	-
## power groups by stage
| stage | Clock (mW) | Sequential, mW | Combinational [mW] |
|---|---|---|---|
| after CTS | 0.268 | 0.441 | 0.0745 |
| after global routing | 0.283 | 0.444 | 0.0833 |
| final | 0.260 | 0.441 | 0.0740 |
## metrics by stage
stage | total power, mW | instance area (sq um) | setup WS [ns] | std cells | util
2_1_floorplan | 0.492 | 2950 | 3.33 | 246 | -
5_1_grt | 0.810 | 3440 | 3.02 | 355 | 0.614
3_3_place_gp | 0.522 | 3270 | 2.81 | 339 | 0.584
3_5_place_dp | 0.523 | 3270 | 2.81 | 339 | 0.584
4_1_cts | 0.783 | 3440 | 3.17 | 355 | 0.614
6_report | 0.775 | 3440 | 3.15 | 355 | 0.614
## worst min path at each step
stage,cells past startpoint,slack [ns],to
6_report,0,0.46,period[15]$_DFFE_PP_
5_1_grt,0,0.49,period[15]$_DFFE_PP_
4_1_cts,0,0.47,period[15]$_DFFE_PP_
Power and IR drop assume default switching activity.
