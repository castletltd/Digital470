<file path="/design/flow/config.mk">
export PLATFORM = sky130hd
export DESIGN_NAME = clkmod
export DESIGN_NICKNAME = clkmod
export VERILOG_FILES = /design/flow/design.v
export SDC_FILE = /design/flow/constraint.sdc
export NUM_CORES = 4
export LEC_CHECK = 1
export CORE_AREA = 10 10 70 70
export DIE_AREA = 0 0 80 80
</file>
<file path="/design/flow/constraint.sdc">
current_design clkmod

set clk_period 1.9
set clk_io_pct 0.2

create_clock -name clk0 -period $clk_period [get_ports {clk}]

set non_clock_inputs [all_inputs -no_clocks]
set_input_delay [expr $clk_period * $clk_io_pct] -clock clk0 $non_clock_inputs
set_output_delay [expr $clk_period * $clk_io_pct] -clock clk0 [all_outputs]
</file>
<file path="/design/flow/design.v">
module clockgen #(parameter WIDTH=8,COUNT=50)(clk,rst,enableIn,enableOut);
  input clk;
  input rst;
  input enableIn;
  output reg enableOut;
  reg [WIDTH-1:0] counter1;
  always @ (negedge clk)
  begin
    enableOut<=0;
    if (rst==0)
      begin
        counter1 <= COUNT-1'b1;
        enableOut<=0;
      end
    else if(enableIn)
      begin
        if (counter1)
          begin
            counter1<=counter1-1'b1;
            enableOut<=0;
          end
        else
          begin
            counter1 <= COUNT-1'b1;
            enableOut<=1;
          end  
      end  
  end
endmodule
module clkmod(clk,rst,enIn,enable,enable1,enable2);
input clk;
input rst;
input enIn;
output enable;
output enable1;
output enable2;
wire clk;
wire rst;
clockgen #(.WIDTH(3),.COUNT(4)) clkenable (clk,rst,enIn,enable); 
clockgen #(.WIDTH(4),.COUNT(12)) subclkenable (clk,rst,enable,enable1);
clockgen #(.WIDTH(4),.COUNT(10)) clk10usenable (clk,rst,enable1,enable2);
endmodule
</file>
<file path="/design/flow/run.sh">
#!/bin/bash
# OpenROAD 26Q1-2900-gdf79404cd8, Yosys 0.63+post, stock flow scripts
make -C /OpenROAD-flow-scripts/flow DESIGN_CONFIG=/design/flow/config.mk WORK_HOME=/design/flow/orfs finish
</file>
==> out/metrics.cfg <==
[outcome]
violations = setup timing
status = finished with violations

[clocking]
cts_buffers = 3
hold_buffers = 0
clkSlewWorstSetupHoldPaths_ns = 0.03
clock-sinks = 14
cts_max_path_buffers = 2
post-cts-setup-buffers = 0
cts_max_level = 1
ctsRootBufferMaster = clkbuf_4
clk-insertion-delay-late_ns = 0.35
cts_tree = yes

[floorplan]
initCoreUtil = 0.1791
die_area_um2 = 6400
dieWidth_um = 80
core_um2 = 3416
pin_count = 6
rows = 21
die_h_um = 80

[flow_run]
warnings = 42
maxCapViolations = 0

[worst_setup_path]
crit_chain = buf_2
cpMaxStageDelayCell = dfxtp_2
cp.required_ns = 1.52
reg2reg_from = subclkenable.counter1[0]
rr_endpoint = subclkenable.counter1[0]
cp_top_family = flip-flops
arrival_ns = 1.70
critPathMaxFanout = 2
path_class = register to output pin
worstRegToRegCells = 5
r2r_slack_ns = 0.68
cp-end-kind = output pin
startpoint_type = register
path_buffers = 1
critPathMaxStageDelay_ns = 0.31

[min_path]
hold_path.class = register to register
whs_path_depth = 1
holdPathEnd = subclkenable.enableOut
hold_start = subclkenable.counter1[3]

[synthesis]
ys_area_um2 = 611.8
area_leaders = dfxtp_1 (46%), ha_1 (6.1%), nand2_1 (6.1%), inv_1 (4.3%), o21ai_0 (4.1%)
yosys-stat-cells = 68
yosys.cell_count.top_type = dfxtp_1
yosys.area.top_type = dfxtp_1
synth_cells = 68
syn_avg_cell_area_um2 = 8.998
yosysTopAreaCellShare = 0.4581
ys_seq_share = 0.4581
common_cells = dfxtp_1 (14), nand2_1 (10), inv_1 (7)
edf_count = 0
ys.warnings.count = 3
yosys_most_used_dff = dfxtp_1
yosys.cell_types.count = 24
async_reset_ff_frac = 0
syn_area_um2 = 611.8
numSynthFlops = 14

[finish]
area_delta_synth_final_pct = 33.33
drive_gt1_frac = 0.1522

[grt]
grt_antenna_before_repair = 0
grtUsageTotal = 0.03959
grt_overflow = 0
grt_pass1_vias = 534
grt_max_degree = 14
grt_pass1_wl_um = 2118

[detailed_routing]
ant_nets = 0
drt-initial-drc-count = 19
routed_wl_um = 1188
drc = 0
dr.pass1.iters = 5
routed_via_density = 3.594
vias = 496
wl_per_cell_um = 8.609
n_antenna_cell = 0

[final_timing]
maxSlewViolCount = 0
final_hold_viol_count = 0
relSlewSlack = 0.8090
finalSetupViolCount = 3
skew_ns = 0.01294
hold_ws_ns = 0.4714
fin_ws_ns = -0.1757
fin_tns_setup_ns = -0.4987
rsz0062_at_grt = true
worst_pin_slew_ns = 0.2853

[placement]
dp_hpwl_um = 791.3
place.gp.congestion = 0.7713
pre_cts_ws_ns = -0.4632
port_buffers = 5

[pwr]
power.total_uw = 611.7
power_leakage_uw = 0.0004068
vdd_drop_max_mv = 0.4116
power_density_nw_per_um2 = 749.8

## registers in the layout, summed over array words and instances, names as in the netlist
name                     flops
subclkenable.counter1        4
subclkenable.enableOut       1
clkenable.counter1           3
clk10usenable.enableOut      1
clk10usenable.counter1       4
clkenable.enableOut          1
## placed cells by master (no fill, tap or decap)
cell and instances:
a21boi_0 1, a21boi_1 1, a21oi_1 2, and3_1 1, and3b_2 1, and4_1 1
and4b_1 1, buf_12 1, buf_2 3, buf_4 2, clkbuf_4 3, clkinvlp_2 1
dfxtp_1 12, dfxtp_2 2, dlygate4sd2_1 1, dlymetal6s2s_1 1, ha_1 3, inv_1 20
mux2i_1 1, nand2_1 10, nand2b_1 2, nand3_1 1, nor2_1 5, nor2b_1 3
nor3b_1 1, nor4b_4 1, o21ai_0 5, o21ai_1 2, o21bai_1 1, o311a_1 1
xnor2_1 2
## routing by layer
layer	vias up	track usage	wire [µm]
li1	273	-	-
met1	211	0.05068	654
met2	12	0.05297	470
met3	0	0.02386	63
met4	0	0.01408	0
met5	-	0	0
## cell type report
type	instances	area, µm²
fillers	376	2600
multi-input cells	46	301.5
flip-flops and latches	14	282.8
repair buffers	8	71.32
clock inverters	15	57.56
well taps	46	57.56
clock buffers	3	22.52
inverters	6	22.52
## power breakdown
| group | total (µW) | switching, µW | internal [µW] | leakage (µW) |
|---|---|---|---|---|
| clock network | 282 | 167 | 115 | 0.0000885 |
| registers | 302 | 2.40 | 300 | 0.000114 |
| logic | 27.6 | 13.9 | 13.6 | 0.000204 |
| total | 612 | 183 | 428 | 0.000407 |
## worst max path at each step
stage / from / endpoint / slack, ns / cells after the start
CTS: subclkenable.enableOut / enable1 / -0.20 / 1
global route: clkenable.enableOut / enable / -0.23 / 1
finish: subclkenable.enableOut / enable1 / -0.18 / 1
## metrics by stage
step	instance area, µm²	utilization	cells
after floorplan	611.8	-	68
after global placement	750.7	0.2198	121
after detailed placement	750.7	0.2198	121
after CTS	813.3	0.2381	138
after global routing	815.8	0.2388	138
final	815.8	0.2388	138
## cell families (layout without fill, tap and decap cells)
family	after synthesis	count (layout)	synth area share
simple gates	27	27	0.2597
compound gates	13	13	0.1268
flops	14	14	0.4581
xor+xnor	2	2	0.02864
mux	1	1	0.01636
fa+ha+maj	3	3	0.06136
buf+inv	8	32	0.04908
## repair_timing
action / CTS / global route
resized: 12 / 1
endpoints found under the setup margin: 5 / 6
hold endpoints to repair: 0 / 0
cloned: 0 / 0
Power figures rest on the tool's default switching activity, not on a simulated workload.
